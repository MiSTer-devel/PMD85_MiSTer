<file path="design/flow/design.v">
`default_nettype none
module k580vi53
(
	input        reset,
	input        clk_sys,
	input  [1:0] addr,
	input  [7:0] din,
	output [7:0] dout,
	input        wr,
	input        rd,
	input  [2:0] clk_timer,
	input  [2:0] gate,
	output [2:0] out,
	output [2:0] sound_active
);
wire	[7:0] dout0;
wire	[7:0]	dout1;
wire	[7:0]	dout2;
assign dout = (rd) ? dout0 & dout1 & dout2 : 8'hzz;
timer t0(reset, clk_sys, clk_timer[0], din, dout0, wr && (addr == 3) && (din[7:6] == 0), wr && (addr == 0), rd && (addr == 0), gate[0], out[0], sound_active[0]);
timer t1(reset, clk_sys, clk_timer[1], din, dout1, wr && (addr == 3) && (din[7:6] == 1), wr && (addr == 1), rd && (addr == 1), gate[1], out[1], sound_active[1]);
timer t2(reset, clk_sys, clk_timer[2], din, dout2, wr && (addr == 3) && (din[7:6] == 2), wr && (addr == 2), rd && (addr == 2), gate[2], out[2], sound_active[2]);
endmodule
module timer
(
	input        reset,
	input        clk_sys,
	input	       clk_timer,
	input	 [7:0] din,
	output [7:0] dout,
	input	       wr_cw,
	input	       wr,
	input	       rd,
	input	       gate,
	output reg   out,
	output reg   sound_active
);
reg  [7:0] q;
reg  [7:0] cw;
reg [15:0] counter;
reg [15:0] ld_count;
reg  [7:0] load;
reg        pause;
reg        stop1;
assign dout = q;
always @(posedge clk_sys) begin
	reg [15:0] l_counter;
	reg msbw, msbr;  
	reg latched;
	reg old_wr_cw, old_wr, old_rd;
	old_wr_cw <= wr_cw;
	old_wr <= wr;
	old_rd <= rd;
	if(!old_wr_cw && wr_cw) begin
		msbw <=0;
		msbr <=0;
		if(!din[5:4]) begin
			if(!latched) begin 
				latched <=1;
				l_counter <= counter;
			end
		end else begin
			cw <= din;
			latched <=0;
			stop1 <=1;
			pause<=1;
		end
	end
	if(!old_wr && wr) begin
		case(cw[5:4]) 
			1: begin  
					ld_count[7:0]  <= check(din);
					ld_count[15:8] <= 0;
					stop1  <=0;
					load  <=load + 1'd1;
					pause <=0;
				end
			2: begin  
					ld_count[7:0]  <= 0;
					ld_count[15:8] <= check(din);
					stop1  <=0;
					load  <=load + 1'd1;
					pause <=0;
				end
			default: begin  
					if(msbw) ld_count[15:8] <= check(din);
						else  ld_count[7:0]  <= check(din);
					msbw  <= ~msbw;
					pause <= ~msbw;
					if(msbw) begin
						stop1  <=0;
						load  <=load + 1'd1;
					end
				end
		endcase
	end
	if(!old_rd && rd) begin
		casex({latched, msbr, cw[5:4]})
			4'b0X01: q <=counter[7:0];
			4'b0X10: q <=counter[15:8];
			4'b0011: q <=counter[7:0];
			4'b0111: q <=counter[15:8];
			4'b1X01: begin q <=l_counter[7:0];  latched <=0; end
			4'b1X10: begin q <=l_counter[15:8]; latched <=0; end
			4'b1011: q <=l_counter[7:0];
			4'b1111: begin q <=l_counter[15:8]; latched <=0; end
		endcase
		msbr <= ~msbr;
	end
	if(!rd || reset) q <= 255;
	if(reset) begin
		stop1 <=1;
		ld_count  <=0;
		cw <= 0;
	end
end
function [15:0] minus1;
	input [15:0] value;
	begin
		if(!cw[0]) minus1 = value-1'd1;
		else begin
			minus1 = value;
			if(!minus1[3:0]) begin
				minus1[3:0] = 9;
				if(!minus1[7:4]) begin
					minus1[7:4] = 9;
					if(!minus1[11:8]) begin
						minus1[11:8] = 9;
						if(!minus1[15:12]) begin
							minus1[15:12] = 9;
						end else minus1[15:12] = minus1[15:12]-1'd1;
					end else minus1[11:8] = minus1[11:8]-1'd1;
				end else minus1[7:4] = minus1[7:4]-1'd1;
			end else minus1[3:0] = minus1[3:0]-1'd1;
		end
	end
endfunction
function [7:0] check;
	input [7:0] value;
	begin
		if(!cw[0]) check = value;
		else begin
			check[3:0] = (value[3:0]>9) ? 4'd9 : value[3:0];
			check[7:4] = (value[7:4]>9) ? 4'd9 : value[7:4];
		end;
	end
endfunction
reg  stop2;
wire stop = stop1 | stop2;
always @(posedge clk_sys) begin
	reg  [7:0] old_load;
	reg        old_gate;
	reg start, count_en, m3state;
	reg  [7:0] stop_delay;
	reg        old_clk;
	old_clk <= clk_timer;
	if(old_clk & ~clk_timer) begin
		stop2 <= stop1;
		old_load <= load;
		old_gate <= gate;
		start <= stop;
		sound_active <= (!cw[3:1] || (cw[2:1] == 2'b11)) && !stop;
		casex(cw[3:1])
			3'b000: 	if(stop) begin out <=0; count_en <=0; end
						else begin
							if(start || (old_load != load)) begin
								counter <= ld_count;
								out <=0;
								count_en <=1;
							end else if(!pause && gate) begin
								counter <= minus1(counter);
								if(counter == 1) begin 
									out <=1;
									count_en <=0;
								end
							end
						end
			3'b001: 	if(stop) begin out <=1; count_en <=0; end
						else begin
							if(!old_gate & gate) begin
								counter <= ld_count;
								out <=0;
								count_en <=1;
							end else begin
								counter <= minus1(counter);
								if((counter == 1) && count_en) begin 
									out <=1;
									count_en <=0;
								end
							end
						end
			3'bX10: 	if(stop || !gate) out <=1;
						else begin
							if(start || (!old_gate & gate) || (counter <= 1)) begin
								counter <=ld_count;
								out <=1;
							end else begin
								counter <= minus1(counter);
								if(counter == 2) out <=0;
							end
						end
			3'bX11: 	if(stop || !gate) begin out <=1; m3state <=1; end
						else begin
							if(start || (!old_gate & gate) || (counter <= 2)) begin
								counter <=ld_count;
								out <= m3state;
								m3state <= ~m3state;
							end else begin 
								counter <= !counter[0] ? minus1(minus1(counter)) : out ? minus1(counter) : minus1(minus1(minus1(counter)));
							end
						end
			3'b100: 	if(stop) begin out <=1; count_en <=0; end
						else begin
							out <=1;
							if(start) begin 
								counter  <=ld_count;
								count_en <=1;
							end else if(gate) begin
								counter <= minus1(counter);
								if((counter == 1) && count_en) begin 
									out <=0;
									count_en <=0;
								end
							end
						end
			3'b101: 	if(stop) begin out <=1; count_en <=0; end
						else begin
							out <=1;
							if(!old_gate & gate) begin
								counter <=ld_count;
								out <=1;
								count_en <=1;
							end else begin
								counter <= minus1(counter);
								if((counter == 1) && count_en) begin 
									out <=0;
									count_en <=0;
								end
							end
						end
		endcase
	end
end
endmodule
</file>
<file path="design/flow/run.sh">
#!/bin/bash
# OpenROAD 26Q1-2900-gdf79404cd8, Yosys 0.63+post, stock flow scripts
make -C /OpenROAD-flow-scripts/flow DESIGN_CONFIG=/design/flow/config.mk WORK_HOME=/design/flow/orfs finish
</file>
<file path="design/flow/config.mk">
export PLATFORM = sky130hd
export DESIGN_NAME = k580vi53
export DESIGN_NICKNAME = k580vi53
export VERILOG_FILES = /design/flow/design.v
export SDC_FILE = /design/flow/constraint.sdc
export NUM_CORES = 4
export LEC_CHECK = 1
export CORE_UTILIZATION = 30
</file>
<file path="design/flow/constraint.sdc">
current_design k580vi53

set clk_period 9.1
set clk_io_pct 0.2

create_clock -name clk0 -period $clk_period [get_ports {clk_sys}]

set non_clock_inputs [all_inputs -no_clocks]
set_input_delay [expr $clk_period * $clk_io_pct] -clock clk0 $non_clock_inputs
set_output_delay [expr $clk_period * $clk_io_pct] -clock clk0 [all_outputs]
</file>
==> flow_summary.yaml <==
# yosys + openroad results
final_layout:
  n_fill_cell: 6298
  area_delta_synth_final_pct: 11.1
  instances_no_fill: 3080
  drive_above_1_share: 0.0761
die:
  dieWidth_um: 255
  chip_area_um2: 65100
  die-height_um: 255
  core-area_um2: 63200
  io_pins: 34
  rows: 92
  fp_util: 0.304
timing:
  finalCriticalPeriod_ns: 5.26
  finalHoldViolCount: 0
  fmax_mhz: 190
  slew_headroom: 0.294
  setup-violations-final: 0
  maxSlewViolCount: 0
  tns_ns: 0
  tightestPinTransition_ns: 1.06
  hold_ws_ns: 0.461
  rsz0062_at_grt: "no"
  finalCritPeriodShare: 0.578
  finalClockSkew_ns: 0.0208
worst_setup_path:
  required_ns: 9.38
  worstSetupStartpointType: "register"
  cp_slowest_stage_delay_ns: 0.66
  criticalPathCategory: "reg -> reg"
  cp_slowest_cell: "nor3b_1"
  critPathMaxFanout: 34
  path_cells: "buf_4 -> inv_1 -> ha_1 -> nor3b_1 -> a21oi_1 -> a31o_2 -> or4_4 -> o31ai_1 -> mux2_2 -> nand2b_2 -> nor3_2 -> a211oi_1 -> or4_1"
  critical_path.endpoint_type: "register"
  arrival_ns: 5.54
routing:
  drcViolationCount: 0
  drt-total-wl_um: 58800
  drt.antenna.violating_nets: 0
  first_pass_iters: 7
  drt-wirelength-per-cell_um: 19.1
  viasPerCell: 5.71
  drt_iter0_drc: 1577
  route.vias.total: 17600
global_route:
  grt_pass1_wl_um: 93300
  grt_pass1_vias: 16300
  overflow: 0
  grt_usage: 0.186
  grt_max_degree: 73
  antenna_found_initial: 1
job:
  cap_violations: 0
  warnings: 46
cts:
  clock-sinks: 282
  h-tree-depth: 2
  clk_pin_slew_ns: 0.06
  cts-root-buf: "clkbuf_16"
  cts_tree: "built"
  clockBufferDepth: 3
  numCtsBuffers: 34
  cts_setup_buffers: 0
  insertion_delay_ns: 0.54
  cts-resized-gates: 0
  cts_hold_buf: 0
yosys:
  syn_inst: 2249
  ys_types: 105
  synth.cell_area_um2: 19200
  flop_cell: "edfxtp_1"
  ys_area_um2: 19200
  yosysSeqAreaShare: 0.383
  edf_count: 171
  syn_area_per_cell_um2: 8.55
  ys.flops: 282
  ys_async_sr_fraction: 0
  yosysWarningCount: 2
  yosys_cells: 2249
power:
  leakage_uw: 0.00732
  p_per_area_nw_per_um2: 138
  max-vdd-ir-drop_v: 0.0000987
placed_design:
  numPortBuffers: 33
  dp_hpwl_um: 42900
  dp_cells: 3017
  gp_congestion: 0.972
status:
  outcome: "finished, final reports clean"
hold_path:
  hold_path_class: "reg -> reg"
-- final cells by class --
cell class,count,area [µm²],area share
timing repair buffer,68,588,0.0275
inverter,76,285,0.0134
sequential,282,7360,0.344
multi-input combinational,1745,11000,0.513
tap,846,1060,0.0496
antenna,1,2.50,0.000117
clock inverter,12,109,0.00510
clock buffer,50,1010,0.0472
-- routing by layer --
| metal | share of wire | wire length [µm] | GRT usage |
|---|---|---|---|
| met1 | 0.46 | 26800 | 0.286 |
| met2 | 0.44 | 25800 | 0.275 |
| met3 | 0.078 | 4570 | 0.0375 |
| met4 | 0.028 | 1660 | 0.0462 |
| met5 | 0.00017 | 10 | 0 |
-- cells by family (layout without fill, tap and decap cells) --
| kind of cell | Yosys count | count (layout) | synth area share |
|---|---|---|---|
| other | 0 | 1 | 0 |
| adder cells (fa/ha/maj) | 37 | 37 | 0.0241 |
| flip-flops | 282 | 282 | 0.383 |
| multiplexers | 83 | 83 | 0.0451 |
| AND/OR/NAND/NOR | 912 | 912 | 0.241 |
| AND-OR/OR-AND | 613 | 613 | 0.212 |
| buffers and inverters | 222 | 206 | 0.0494 |
| XOR/XNOR | 100 | 100 | 0.0455 |
-- final timing paths --
kind / start / to / slack (ns) / cells after the start
worst min register to register: t2.ld_count[3] / t2.ld_count[3] / 0.46 / 2
worst min-delay path: t2.ld_count[3] / t2.ld_count[3] / 0.46 / 2
worst max register to register: t2.counter[0] / t2.counter[14] / 3.84 / 13
worst max-delay path: t2.counter[0] / t2.counter[14] / 3.84 / 13
-- power breakdown --
group          switching, µW  total, µW  internal [µW]
logic                    101        172           71.1
clock network            555       1360            804
registers               40.9       1420           1380
-- cell usage in the layout (no fill, tap or decap), types with 37 or more instances in the layout --
cell,n
a21oi_1,159
and3_1,40
dfxtp_1,111
edfxtp_1,171
ha_1,37
inv_1,74
mux2i_1,63
nand2_1,197
nand2b_1,38
nand3_1,84
nor2_1,221
nor3_1,91
o211ai_1,37
o21ai_0,119
xnor2_1,59
xor2_1,41
-- critical path: cells and delay by family (launching register included) --
family	cells	cell delay, ns
muxes	1	0.42
and+or+nand+nor	5	2.26
DFF	1	0.35
adders and majority gates	1	0.56
AOI/OAI and AO/OA	4	0.86
buffers and inverters	2	0.52
-- per-stage QoR --
| step | utilization | instance area [µm²] | power, µW | worst slack [ns] |
|---|---|---|---|---|
| 6_report | 0.338 | 21400 | 2950 | 3.84 |
| 3_5_place_dp | 0.320 | 20200 | 1620 | 3.80 |
| 4_1_cts | 0.338 | 21400 | 2990 | 3.91 |
| 5_1_grt | 0.338 | 21400 | 3050 | 3.38 |
| 2_1_floorplan | - | 19200 | 1560 | 4.66 |
| 3_3_place_gp | 0.320 | 20200 | 1610 | 3.87 |
-- cell usage after synthesis (14+ instances only) --
| library cell | instances | share of area |
|---|---|---|
| nor2_1 | 221 | 0.043 |
| nand2_1 | 197 | 0.038 |
| edfxtp_1 | 171 | 0.27 |
| a21oi_1 | 159 | 0.041 |
| o21ai_0 | 119 | 0.031 |
| clkbuf_1 | 117 | 0.023 |
| dfxtp_1 | 111 | 0.12 |
| nor3_1 | 97 | 0.025 |
| nand3_1 | 84 | 0.022 |
| inv_1 | 74 | 0.014 |
| mux2i_1 | 63 | 0.033 |
| xnor2_1 | 59 | 0.027 |
| xor2_1 | 41 | 0.019 |
| and3_1 | 40 | 0.013 |
| nand2b_1 | 38 | 0.012 |
| ha_1 | 37 | 0.024 |
| o211ai_1 | 37 | 0.014 |
| a31oi_1 | 36 | 0.012 |
| nor4_1 | 35 | 0.011 |
| a221oi_1 | 34 | 0.015 |
| nand4_1 | 33 | 0.011 |
| a211oi_1 | 23 | 0.0090 |
| nor3b_1 | 22 | 0.0086 |
| or3_1 | 21 | 0.0068 |
| nor2b_1 | 20 | 0.0065 |
| or2_2 | 19 | 0.0062 |
| a22oi_1 | 18 | 0.0070 |
| and2_1 | 18 | 0.0059 |
| mux2_2 | 18 | 0.011 |
| o31ai_1 | 18 | 0.0070 |
| o22ai_1 | 14 | 0.0046 |
Power figures rest on the tool's default switching activity, not on a simulated workload.
